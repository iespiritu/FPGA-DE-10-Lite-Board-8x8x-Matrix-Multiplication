`design/flow/constraint.sdc`:
```
current_design MAC

set clk_period 9.5
set clk_io_pct 0.2

create_clock -name clk0 -period $clk_period [get_ports {clock}]

set non_clock_inputs [all_inputs -no_clocks]
set_input_delay [expr $clk_period * $clk_io_pct] -clock clk0 $non_clock_inputs
set_output_delay [expr $clk_period * $clk_io_pct] -clock clk0 [all_outputs]
```
`design/flow/run.sh`:
```
#!/bin/bash
# OpenROAD 26Q1-2900-gdf79404cd8, Yosys 0.63+post, stock flow scripts
make -C /OpenROAD-flow-scripts/flow DESIGN_CONFIG=/design/flow/config.mk WORK_HOME=/design/flow/orfs finish
```
`design/flow/config.mk`:
```
export PLATFORM = sky130hd
export DESIGN_NAME = MAC
export DESIGN_NICKNAME = MAC
export VERILOG_FILES = /design/flow/design.v
export SDC_FILE = /design/flow/constraint.sdc
export NUM_CORES = 4
export LEC_CHECK = 1
export CORE_UTILIZATION = 50
export SYNTH_HDL_FRONTEND = slang
```
`design/flow/design.v`:
```
`timescale 1ns/10ps
module MAC(
	input signed [7:0] inA,
	input signed [7:0] inB,
	input clear,
	input clock,
	output reg signed [18:0] outC
	);
	always @ (negedge clock) begin
	if (clear == 1'b1)
		outC <= inA*inB;
	else if (clear == 1'b0)
		outC <= inA*inB + outC;
	end
endmodule
```
==> results.ini <==
[sta]
setup_viol=14
finalHoldViolCount=0
worst_clock_skew_ns=0.0230
rsz0062_at_grt=true
setup_ws_ns=-2.02
relSlewSlack_pct=71.7
worstMarginPinSlew_ns=0.422
drv_slew=0

[worst_setup_path]
ff2ff_setup_slack_ns=6.87
cp_data_arrival_time_ns=7.03
critPathCapture=outC[18]
critPathMaxFanout=3
r2r_end=outC[18]
crit-reg2reg-launch=outC[0]
reg2reg_depth=10
crit_required_ns=5.01
critPathKind=input pin to flip-flop
startpoint=inB[2]
end_kind=flip-flop
startpoint_type=input pin

[placed_design]
io_buffer_count=36
dp_slack_ns=-2.84
dp.cells=665
place_area_um2=5260
gp_congestion=0.855
dp_hpwl_um=6680

[layout]
final_area_um2=5910
syn_to_final_growth_pct=50.6
instances_no_fill=701
fin_util_pct=79.8
largest-register=outC
top_regs=outC: 19 flops
drive_gt1_share_pct=38.0
largest_reg_flops=19
fillers=446

[logic_synthesis]
postSynthSeqShare_pct=9.69
top_cell=inv_1
flop_cell=dfxtp_1
common_cells=inv_1, fa_1, ha_1
yosysUniqueCellTypes=43
synth_chip_area_um2=3930
yosys-stat-cells=446
edf_count=0
top_area_share_pct=28.6
netlist_instances=446
yosysTopAreaCell=fa_1
synthArstFlopShare_pct=0
topCellsByArea=fa_1, ha_1, dfxtp_1
ys_ff=19
avgSynthCellArea_um2=8.80
syn_area_um2=3930
yosys_warnings=0

[detailed_routing]
antennaDiodeCount=0
detail_route.iter0.violations=72
routedWlPerCell_um=12.3
vias=3418
postRouteAntennaNets=0
vias_per_cell=4.88
wl_um=8590
route.detailed.drc=0
drt-pass1-iter-count=4

[floorplanning]
fp.dieW_um=90.6
boundaryPins=37
fp-row-count=31
die_h_um=90.6
fp_util_pct=53.0
dieArea_um2=8210
placeableCoreArea_um2=7410

[cts]
clock-sinks=19
cts_made_buffers=3
clk_pin_slew_worst_paths_ns=0.03
clock_tree.root_cell=clkbuf_8
clk_latency_ns=0.35
cts_tree=done
h-tree-depth=1
max-clock-path-buffers=2

[job]
warnings=50
maxCapViolations=0

[run_status]
violations=negative setup slack
outcome=finished, violations left

[worst_hold_path]
hp-class=flip-flop to flip-flop

[global_routing]
grt_pass1_wl_um=15000
antenna_found_initial=0
grt_pass1_vias=3517
grt_overflow=0
grt_start_max_net_pins=27
grtUsageTotal_pct=22.9

layer usage:
metal	GRT usage [%]	vias to the layer above	share of wire (%)
met2	36.1	70	45
met5	0	-	0.48
met3	4.02	9	3.3
met1	35.2	1600	50
li1	-	1737	-
met4	4.03	2	0.86
area by class of cell:
type                       count  area (µm²)  share of cell area (%)
clock buffer                   3        41.3                   0.699
clock inverter                20        75.1                    1.27
inverter                      91         342                    5.78
multi-input combinational    330        3760                    63.6
sequential                    19         380                    6.44
tap                           99         124                    2.10
timing repair buffer         139        1190                    20.1
logic make-up after synthesis:
kind of cell | Yosys count | share of synthesized area [%]
buf+inv | 97 | 9.28
compound gates | 78 | 13.7
fa+ha+maj | 105 | 44.2
simple gates | 111 | 14.7
xor+xnor | 30 | 6.69
mux | 6 | 1.69
flops | 19 | 9.69
cell usage in the layout, fill, tap and decap left out, types with 5 or more instances in the layout:
cell and n:
dfxtp_1 19, and2_1 30, clkdlybuf4s50_1 20, ha_4 19, a21o_1 9, mux2_2 5, and2_4 15, nand2_1 30
buf_6 19, xnor2_2 5, nor2b_1 6, a21oi_1 7, xnor2_1 13, buf_4 90, inv_2 17, inv_1 94
ha_1 29, o21ai_0 5, nor2_1 10, xor2_1 8, a21oi_2 7, o21a_1 8, o21ai_1 11, fa_1 52
how the worst min path moves through the flow:
| stage | start | end | cells after the start |
|---|---|---|---|
| 4_1_cts | outC[18] | outC[18] | 3 |
| 6_report | outC[18] | outC[18] | 3 |
| 5_1_grt | outC[18] | outC[18] | 3 |
critical path, stage by stage:
cell and delay, ns:
buf_6 0.10, and2_4 0.15, fa_1 0.52, inv_1 0.05, fa_1 0.52, inv_1 0.05, fa_1 0.49, inv_2 0.04
fa_1 0.51, inv_2 0.05, ha_4 0.21, o21ai_1 0.07, nor2_1 0.08, o2111ai_2 0.23, a31oi_2 0.13, a21o_1 0.22
a21oi_4 0.17, xnor2_4 0.14, ha_4 0.22, a211o_1 0.30, o32a_4 0.38, a31oi_4 0.14, mux2i_1 0.22, xnor2_1 0.13
timing repair:
item	in CTS	in global routing
hold buffers	0	0
pin swaps	69	22
endpoints found under the setup margin	16	14
gates resized	140	27
buffers inserted	12	5
through the flow:
stage	setup TNS (ns)	hold slack [ns]
after global placement	-31.94	0.625
after global routing	-22.66	0.714
final	-20.25	0.631
after CTS	-19.94	0.635
after detailed placement	-32.27	0.643
after floorplan	-19.01	0.557
